==> design/flow/design.v <==
`timescale 1ns / 1ps
module q_os_mimetic_top (
    input wire clk,            
    input wire rst_n,          
    input wire enable_mimetic, 
    output wire dac_mosi,      
    output wire dac_sclk,      
    output wire dac_cs_n,      
    input wire adc_miso,       
    output reg telem_we,
    output reg [7:0] telem_addr,
    output reg [31:0] telem_wdata,
    output wire [3:0] leds
);
    wire [11:0] w_hphyspi;
    wire [11:0] w_sphyspi;
    wire [11:0] w_feedback_data;  
    wire w_tx_done;
    reg  r_start_tx;
    reg [25:0] heartbeat_cnt;
    wire w_heartbeat;
    wire w_coherence_locked;
    always @(posedge clk or negedge rst_n) begin
        if (!rst_n) heartbeat_cnt <= 0;
        else heartbeat_cnt <= heartbeat_cnt + 1;
    end
    assign w_heartbeat = heartbeat_cnt[25];  
    wire [11:0] diff = (w_hphyspi > w_feedback_data) ? (w_hphyspi - w_feedback_data) : (w_feedback_data - w_hphyspi);
    assign w_coherence_locked = (diff < 12'd128);
    assign leds[0] = ~enable_mimetic;
    assign leds[1] = ~(w_tx_done); 
    assign leds[2] = ~w_heartbeat;
    assign leds[3] = ~w_coherence_locked;
    always @(posedge clk or negedge rst_n) begin
        if (!rst_n) begin
            telem_addr <= 0;
            telem_we <= 0;
            telem_wdata <= 0;
        end else begin
            telem_we <= 0;
            if (w_tx_done) begin
                telem_wdata <= {~leds, 16'b0, w_feedback_data};
                telem_we <= 1;  
                telem_addr <= telem_addr + 1;
            end
        end
    end
    always @(posedge clk or negedge rst_n) begin
        if (!rst_n) begin
            r_start_tx <= 1'b0;
        end else if (enable_mimetic) begin
            if (w_tx_done || r_start_tx == 1'b0) begin
                r_start_tx <= 1'b1;
            end else begin
                r_start_tx <= 1'b0;  
            end
        end else begin
            r_start_tx <= 1'b0;
        end
    end
    SPHY_Wave_Generator u_wave_gen (
        .clk(clk),
        .reset(~rst_n),
        .feedback_in(w_feedback_data),  
        .hphyspi(w_hphyspi),
        .sphyspi(w_sphyspi)
    );
    SPHY_SPI_Transceiver u_spi_trx (
        .clk(clk),
        .rst_n(rst_n),
        .start_tx(r_start_tx),
        .dac_data(w_hphyspi), 
        .adc_data(w_feedback_data),  
        .mosi(dac_mosi),
        .miso(adc_miso),
        .sclk(dac_sclk),
        .cs_n(dac_cs_n),
        .done(w_tx_done)
    );
endmodule
`timescale 1ns / 1ps
module SPHY_SPI_Transceiver (
    input wire clk,
    input wire rst_n,
    input wire start_tx,
    input wire [11:0] dac_data,
    output reg [11:0] adc_data,
    output reg mosi,
    input wire miso,
    output reg sclk,
    output reg cs_n,
    output reg done
);
    parameter CONFIG_BITS = 4'b0011; 
    reg [1:0] state;
    reg [4:0] bit_counter;
    reg [15:0] tx_shift_reg;
    reg [15:0] rx_shift_reg;
    always @(posedge clk or negedge rst_n) begin
        if (!rst_n) begin
            state <= 0;
            mosi <= 0;
            sclk <= 0;
            cs_n <= 1;
            done <= 0;
            adc_data <= 0;
        end else begin
            case (state)
                0: begin  
                    cs_n <= 1;
                    sclk <= 0;
                    done <= 0;
                    if (start_tx) begin
                        tx_shift_reg <= {CONFIG_BITS, dac_data};
                        rx_shift_reg <= 0;
                        bit_counter <= 15;
                        cs_n <= 0;
                        state <= 1;
                    end
                end
                1: begin  
                    sclk <= ~sclk;  
                    if (~sclk) begin 
                        mosi <= tx_shift_reg[bit_counter];
                    end else begin
                        rx_shift_reg[bit_counter] <= miso;
                        if (bit_counter == 0) begin
                            state <= 2;
                        end else begin
                            bit_counter <= bit_counter - 1;
                        end
                    end
                end
                2: begin  
                    cs_n <= 1;
                    sclk <= 0;
                    adc_data <= rx_shift_reg[11:0]; 
                    done <= 1;
                    state <= 0;
                end
            endcase
        end
    end
endmodule
`timescale 1ns / 1ps
module SPHY_Wave_Generator (
    input wire clk,            
    input wire reset,          
    input wire [11:0] feedback_in,  
    output reg [11:0] hphyspi, 
    output reg [11:0] sphyspi  
);
    reg [23:0] phase_acc_h;
    reg [23:0] phase_acc_s;
    parameter FREQ_H = 24'd419430; 
    parameter FREQ_S = 24'd838860; 
    reg [11:0] sphy_lut [0:255];
    initial $readmemh("sphy_table.mem", sphy_lut);
    always @(posedge clk) begin
        if (reset) begin
            phase_acc_h <= 24'd0;
            phase_acc_s <= 24'd0;
            hphyspi <= 12'd0;
            sphyspi <= 12'd0;
        end else begin
            phase_acc_h <= phase_acc_h + FREQ_H + {feedback_in, 4'b0};
            phase_acc_s <= phase_acc_s + FREQ_S + {feedback_in, 4'b0};
            hphyspi <= sphy_lut[phase_acc_h[23:16]];
            sphyspi <= sphy_lut[phase_acc_s[23:16]];
        end
    end
endmodule
==> design/flow/run.sh <==
#!/bin/bash
# OpenROAD 26Q1-2900-gdf79404cd8, Yosys 0.63+post, stock flow scripts
make -C /OpenROAD-flow-scripts/flow DESIGN_CONFIG=/design/flow/config.mk WORK_HOME=/design/flow/orfs finish
==> design/flow/config.mk <==
export PLATFORM = sky130hd
export DESIGN_NAME = q_os_mimetic_top
export DESIGN_NICKNAME = q_os_mimetic_top
export VERILOG_FILES = /design/flow/design.v
export SDC_FILE = /design/flow/constraint.sdc
export NUM_CORES = 4
export LEC_CHECK = 1
export CORE_UTILIZATION = 50
export SYNTH_HDL_FRONTEND = slang
==> design/flow/constraint.sdc <==
current_design q_os_mimetic_top

set clk_period 3.5
set clk_io_pct 0.2

create_clock -name clk0 -period $clk_period [get_ports {clk}]

set non_clock_inputs [all_inputs -no_clocks]
set_input_delay [expr $clk_period * $clk_io_pct] -clock clk0 $non_clock_inputs
set_output_delay [expr $clk_period * $clk_io_pct] -clock clk0 [all_outputs]
==> flow_summary.json <==
{
  "cts_tree": "yes",
  "viasPerCell": 4.92,
  "status": "finished clean",
  "finalSetupViolCount": 0,
  "fin_tns_setup_ns": 0,
  "largest_area_cell": "dfrtp_1",
  "root_buffer": "clkbuf_8",
  "largest_reg_flops": 26,
  "ctsResizeCount": 0,
  "relSlewSlack_pct": 53.6,
  "adder_share_pct": 2.23,
  "numSynthFlops": 88,
  "core_um2": 7410,
  "top_regs": "heartbeat_cnt (26), telem_wdata (16)",
  "yosysTopAreaCellShare_pct": 44.0,
  "path_clk_slew_ns": 0.08,
  "drv_slew": 0,
  "fin_util_pct": 61.2,
  "chipArea_um2": 8210,
  "fin_crit_ns": 2.43,
  "top_cells_by_area": "dfrtp_1 44%, edfxtp_1 13%, mux2_2 7.7%",
  "syn_area_per_cell_um2": 12.5,
  "warnings": 30,
  "leakage_uw": 0.00204,
  "clk-insertion-delay-late_ns": 0.34,
  "ys_sh_mux_pct": 10.8,
  "fp.dieW_um": 90.6,
  "max-vdd-ir-drop_mv": 0.172,
  "drive_above_1_share_pct": 15.7,
  "grt_use_total_pct": 16.5,
  "clock_skew_ns": 0.00833,
  "die_h_um": 90.6,
  "fillers": 604,
  "drtIter0Drc": 78,
  "area_delta_synth_final_pct": 15.5,
  "cts_inserted_buffers": 9,
  "power-per-cell-area_nw_per_um2": 395,
  "cts-hold-fix-buffers": 0,
  "io_pins": 52,
  "synthDistinctLibCells": 37,
  "aoi_share_pct": 1.53,
  "cp.arrival_ns": 2.40,
  "num_antenna_cells": 0,
  "cp_max_fo": 23,
  "cts.path.max_buffers": 2,
  "yosys.area_share.simple_pct": 14.5,
  "ys_top_logic_family": "simple AND/OR/NAND/NOR gates",
  "globalRoute.totalOverflow": 0,
  "antenna_left": 0,
  "drv_cap": 0,
  "rsz0062_at_grt": "no",
  "place_congestion": 0.784,
  "synth-warning-count": 0,
  "hold_violations": 0,
  "crit_path_start_kind": "register",
  "grt_pass1_vias": 2213,
  "reg2reg_slack_ns": 1.07,
  "synthCells": 313,
  "syn_area_um2": 3930,
  "critPathLaunch": "u_spi_trx.state[2]$_DFF_PN0_",
  "final-seq-area_um2": 2290,
  "cts.sinks": 88,
  "grt_pass1_wl_um": 10600,
  "async_reset_ff_share_pct": 80.7,
  "io_buffers": 35,
  "max_freq_mhz": 412,
  "cts_setup_buffers": 0,
  "rows": 31,
  "ff2ff_path_depth": 3,
  "layout_top_cell": "dfrtp_1",
  "hold_class": "primary input to asynchronous set/reset pin",
  "grt_max_degree": 52,
  "drtPass1Iterations": 3,
  "comb_area_um2": 1510,
  "drcViolationCount": 0,
  "r2r-end": "u_spi_trx.bit_counter[0]$_SDFFCE_PN1P_",
  "period_used_pct": 69.4,
  "ys.flop_type": "dfrtp_1",
  "critical_path_class": "register to register",
  "yosysCellCount": 313,
  "final_cell_mix": "69 x dfrtp_1, 34 x clkdlybuf4s50_1, 27 x mux2_2",
  "wl_per_cell_um": 13.3,
  "ys_seq_share_pct": 58.3,
  "htreeDepth": 3,
  "fp_util_pct": 53.0,
  "xor_share_pct": 7.81,
  "antenna_found_initial": 0,
  "required_ns": 3.47,
  "ys_area_um2": 3930,
  "regMostFlops": "heartbeat_cnt",
  "wl_um": 6060,
  "edf_count": 17,
  "hpwl_um": 4120,
  "tightest_slew_ns": 0.691,
  "endpoint_kind": "register",
  "vias": 2244,
  "r2r_start": "u_spi_trx.state[2]$_DFF_PN0_"
}
-- synth_stat cells, types with 2 or more instances --
| cell type | count |
|---|---|
| a21o_1 | 2 |
| and2_1 | 2 |
| and3_1 | 2 |
| and4_1 | 3 |
| and4_4 | 2 |
| buf_1 | 2 |
| buf_4 | 16 |
| clkbuf_1 | 6 |
| dfrtp_1 | 69 |
| dfstp_2 | 2 |
| edfxtp_1 | 17 |
| ha_1 | 7 |
| inv_1 | 8 |
| mux2_2 | 27 |
| mux2i_1 | 12 |
| nand2_1 | 23 |
| nand2b_1 | 10 |
| nand3_1 | 7 |
| nand4_1 | 7 |
| nor2_1 | 15 |
| nor2b_1 | 12 |
| nor3_1 | 13 |
| nor4_2 | 2 |
| xnor2_1 | 20 |
| xor2_1 | 15 |
-- worst max-delay path by stage --
| stage | to | slack [ns] | cells past startpoint |
|---|---|---|---|
| after CTS | u_spi_trx.bit_counter[3]$_SDFFCE_PN1P_ | 1.03 | 2 |
| after global routing | u_spi_trx.bit_counter[3]$_SDFFCE_PN1P_ | 0.91 | 2 |
| final | u_spi_trx.bit_counter[0]$_SDFFCE_PN1P_ | 1.07 | 3 |
-- area by class of cell --
type / count / share of cell area (%)
flip-flops and latches: 88 / 50.5
multi-input cells: 207 / 33.3
clock inverters: 5 / 1.38
inverters: 8 / 0.662
clock buffers: 11 / 3.34
repair buffers: 38 / 8.11
well taps: 99 / 2.73
-- power by group --
group,internal (uW),total (uW),switching [uW]
Sequential,1040,1040,0.659
Combinational,5.54,24.4,18.8
Clock,375,723,348
-- layer usage --
| metal | share of wire (%) | global-route usage, % | vias to the layer above |
|---|---|---|---|
| li1 | - | - | 1112 |
| met1 | 52 | 29.8 | 1079 |
| met2 | 43 | 23.4 | 45 |
| met3 | 4.0 | 2.74 | 8 |
| met4 | 1.2 | 2.15 | 0 |
| met5 | 0 | 0 | - |
-- metrics by stage --
step / hold WS, ns / total power [uW] / area, um2 / setup slack (ns) / instances
after detailed placement: 0.449 / 1090 / 4320 / 1.07 / 440
after floorplan: 0.404 / 1080 / 3980 / 1.47 / 328
after global routing: 0.352 / 1860 / 4530 / 0.910 / 456
final: 0.336 / 1790 / 4530 / 1.07 / 456
after CTS: 0.325 / 1820 / 4530 / 1.03 / 456
after global placement: 0.445 / 1090 / 4320 / 1.12 / 440
-- kinds of logic (layout without fill, tap and decap cells) --
kind of cell / count (synthesis) / in the layout
other: 1 / 16
adders and majority gates: 7 / 7
buffers and inverters: 33 / 62
xor gates and xnor gates: 35 / 35
DFF: 88 / 88
and+or+nand+nor: 102 / 102
muxes: 39 / 39
AOI/OAI and AO/OA: 8 / 8
-- worst max-delay path, stage by stage, from the launching register on --
cell and delay, ns:
dfrtp_1 0.61, nand2b_1 0.23, o2111a_1 0.58, a21boi_0 0.64
Power is estimated from default activity; no workload was simulated.
