## flow/design.v

```verilog
`timescale 1ns / 1ps
module SPHY_SPI_Transmitter (
    input wire clk,               
    input wire rst_n,             
    input wire start_tx,          
    input wire [11:0] wave_data,  
    output reg mosi,              
    output reg sclk,              
    output reg cs_n,              
    output reg tx_done            
);
    parameter DAC_CONFIG_BITS = 4'b0011; 
    localparam STATE_IDLE = 2'd0;
    localparam STATE_TX   = 2'd1;
    localparam STATE_DONE = 2'd2;
    reg [1:0] state;
    reg [4:0] bit_counter;        
    reg [15:0] shift_register;    
    always @(posedge clk or negedge rst_n) begin
        if (!rst_n) begin
            state <= STATE_IDLE;
            mosi <= 1'b0;
            sclk <= 1'b0;
            cs_n <= 1'b1;        
            tx_done <= 1'b0;
            bit_counter <= 5'd15;
            shift_register <= 16'd0;
        end else begin
            case (state)
                STATE_IDLE: begin
                    cs_n <= 1'b1;
                    sclk <= 1'b0;
                    tx_done <= 1'b0;
                    if (start_tx) begin
                        shift_register <= {DAC_CONFIG_BITS, wave_data};
                        cs_n <= 1'b0;  
                        bit_counter <= 5'd15;
                        state <= STATE_TX;
                    end
                end
                STATE_TX: begin
                    sclk <= ~sclk; 
                    if (~sclk) begin
                        mosi <= shift_register[bit_counter];
                    end else begin
                        if (bit_counter == 0) begin
                            state <= STATE_DONE;
                        end else begin
                            bit_counter <= bit_counter - 1;
                        end
                    end
                end
                STATE_DONE: begin
                    cs_n <= 1'b1;      
                    sclk <= 1'b0;
                    tx_done <= 1'b1;   
                    state <= STATE_IDLE;
                end
            endcase
        end
    end
endmodule
```

## flow/run.sh

```bash
#!/bin/bash
# OpenROAD 26Q1-2900-gdf79404cd8, Yosys 0.63+post, stock flow scripts
make -C /OpenROAD-flow-scripts/flow DESIGN_CONFIG=/design/flow/config.mk WORK_HOME=/design/flow/orfs finish
```

## flow/config.mk

```make
export PLATFORM = sky130hd
export DESIGN_NAME = SPHY_SPI_Transmitter
export DESIGN_NICKNAME = SPHY_SPI_Transmitter
export VERILOG_FILES = /design/flow/design.v
export SDC_FILE = /design/flow/constraint.sdc
export NUM_CORES = 4
export LEC_CHECK = 1
export CORE_AREA = 10 10 114 114
export DIE_AREA = 0 0 124 124
export SYNTH_HDL_FRONTEND = slang
```

## flow/constraint.sdc

```tcl
current_design SPHY_SPI_Transmitter

set clk_period 2.1
set clk_io_pct 0.2

create_clock -name clk0 -period $clk_period [get_ports {clk}]

set non_clock_inputs [all_inputs -no_clocks]
set_input_delay [expr $clk_period * $clk_io_pct] -clock clk0 $non_clock_inputs
set_output_delay [expr $clk_period * $clk_io_pct] -clock clk0 [all_outputs]
```

==> results_slide.txt <==
Implementation Results

Timing
  – Clk_skew: roughly 0.0054 ns
  – Final worst slack: around 0.34 ns
  – WHS: approximately 0.45 ns
  – Final setup viols: 0
  – Max Freq: ~570 MHz
  – Unrepaired setup endpoints after global routing: false
  – Period utilization: 0.840
  – Fin. Hold Viols: 0
  – Pins over their slew limit: 0
  – Final Critical Period: between 1.5 and 2 ns
  – Worst slew pin tran: approximately 0.44 ns
  – Setup TNS: 0 ns
  – Slew margin rel.: 0.701

Setup path
  – Delay-heaviest family, CP: flip-flops
  – Reg2reg end: bit_counter[2]$_DFFE_PN1P_
  – WP depth: 6
  – Worst Path Required: around 2.3 ns
  – CP endpoint kind: register
  – CP Launch Point: bit_counter[0]$_DFFE_PN1P_
  – Critical Path Slowest Stage Cell: dfstp_2
  – Register-to-Register Path Depth: 6
  – Critical Path Fanout Max: 8
  – Origin of the critical flop-to-flop path: bit_counter[0]$_DFFE_PN1P_
  – Critical Path AT: just under 2 ns
  – Critical Path End: bit_counter[2]$_DFFE_PN1P_
  – Crit path cell chain: inv_1 -> ha_1 -> nor4b_1 -> nand3b_1 -> nor2_1 -> mux2i_1
  – Worst setup path class: reg -> reg
  – Largest stage delay on the critical path: approximately 0.65 ns
  – Worst reg2reg setup slack: 0.34 ns
  – Worst Setup Start Kind: register
  – Worst Path Buf+Inv: 1

Pwr
  – Comb pwr share: 0.327
  – Switching part of the total power: 0.317
  – Clock Power Share: 0.173
  – P_int: 0.00113 W
  – Max VDD drop: between 200 and 300 uV
  – Reg power frac: 0.500
  – Switch Pwr: between 0.0005 and 0.0006 W
  – Leak: between 0.6 and 0.7 nW
  – Power density over the cells: ~1100 mW/mm^2

Die
  – Die width: ~120 um
  – Die area: 0.0154 mm^2
  – I/O Pins: 19
  – Core utilization at floorplan: 0.112
  – Core footprint: roughly 0.010 mm^2
  – Die outline height: 124 um
  – Row cnt: 37

Synthesis
  – Xor/xnor share: 0.00748
  – Cell type with the largest total area: dfrtp_1
  – Simple share: 0.109
  – Compound Share, Synth: 0.0940
  – Top area cell types: dfrtp_1 (41%), dfstp_2 (13%), mux2_2 (13%)
  – Total number of yosys warnings: 0
  – Seq share, synth: 0.541
  – Register bit total from synthesis: 25
  – Top area contributor share: 0.406
  – Mean Syn Cell Area: between 10 and 15 um^2
  – Synthesized area: 0.00117 mm^2
  – Unique cell types: 31
  – Mapped Cells: roughly 96
  – Adder share: 0.0107
  – Synth logic family: multiplexers
  – Yosys Chip Area: 0.00117 mm^2
  – Yosys Instances: roughly 96
  – Synth mux share: 0.201

Clock network
  – H-tree lvl count: 1
  – CTS buffer count: 3
  – CTS tree: built
  – CTS Root Cell: clkbuf_8
  – CTS Hold Buffers Added: 0
  – Reg clk slew, reported paths: roughly 0.08 ns
  – Clock sink count: 25
  – Postcts setup bufs: 0
  – Clk latency of the worst-skew pair: approximately 0.27 ns
  – Clock tree buffer depth: 2
  – PostCTS Resize Cnt: 0

Global route
  – Overflow after GRT: 0
  – Initial antenna violation count: 0
  – Vias in the first global route: between 800 and 900
  – Largest net degree at the start of global routing: 26
  – First-pass GRT wire length: between 4 and 5 mm
  – Total global-route track usage: 0.0340

Run
  – Maxcap violations: 0
  – Tool warnings: 25

Route
  – Inserted Diodes: 0
  – Pre-Repair DR Iteration Count: 4
  – Initial DRC Count: ~45
  – Antenna Nets Post-Route: 0
  – Vias: about 780
  – Final wirelength: roughly 2.5 mm
  – # DRC: 0
  – Vias per Instance: between 3 and 4
  – Routed WL per cell: approximately 10 um

Placed design
  – Post-placement cell count: roughly 250
  – Placed inst area: 0.00151 mm^2
  – Post-place setup slack: between 0.3 and 0.4 ns
  – HPWL Detailed: between 2 and 2.5 mm
  – Port bufs: 18
  – GPL Wtd Cong: slightly above 0.7

Final layout
  – Layout cells sized above 1: 0.233
  – Synth-to-Final Area Change: 33.2%
  – # fillers: 1152
  – Register area: 633 um^2
  – Finished Cell Area: 0.00156 mm^2
  – Final Non-Filler Cells: approximately 250
  – Gate Area: 494 um^2

Min path
  – Hold path depth: 1
  – Worst Hold Class: reg -> reg

Run status
  – Status: complete, no violations
## metal layers
layer | part of all wire | vias up | track usage
met2 | 0.50 | 12 | 0.0573
met3 | 0.030 | 2 | 0.00505
met4 | 0.022 | 0 | 0.00791
li1 | - | 380 | -
met1 | 0.45 | 388 | 0.0452
met5 | 0 | - | 0
## per-stage QoR
step                power [W]   util
floorplan             0.00120      -
global placement      0.00137  0.145
detailed placement    0.00138  0.145
CTS                   0.00169  0.150
global route          0.00179  0.150
finish                0.00165  0.150
## sequential cells by signal (all words and copies together), names as in the netlist
name            flops
state               3
shift_register     13
sclk                1
mosi                1
cs_n                1
bit_counter         5
tx_done             1
## how the worst min path moves through the flow
stage                 startpoint               end
global route  state[1]$_DFF_PN0_  sclk$_DFFE_PN0P_
finish        state[1]$_DFF_PN0_  sclk$_DFFE_PN0P_
CTS           state[1]$_DFF_PN0_  sclk$_DFFE_PN0P_
## layout make-up
| type | instances | area share |
|---|---|---|
| flip-flops and latches | 25 | 0.406 |
| clock buffers | 3 | 0.0265 |
| well taps | 136 | 0.109 |
| clock inverters | 1 | 0.00481 |
| repair buffers | 20 | 0.125 |
| inverters | 5 | 0.0120 |
| multi-input cells | 62 | 0.317 |
## cell usage after synthesis
master	instances
o22ai_1	1
o21ai_0	1
mux4_1	1
buf_2	2
nor3_1	2
nand3b_1	1
and2b_1	1
inv_1	5
a211oi_2	1
buf_6	1
mux2_2	13
ha_1	1
clkbuf_1	1
a21oi_1	5
a21boi_0	1
nor4b_1	1
o311a_1	1
mux4_2	1
o31ai_1	2
a31oi_1	1
nor2_1	5
o211ai_1	1
nand3_1	1
and2_1	1
xnor2_1	1
mux2i_1	4
nand2b_1	6
dfrtp_1	19
a21o_1	2
nand2_1	7
dfstp_2	6
## layout by cell type (no fill, tap or decap), drive strengths merged, types with 2 or more instances in the layout
cell type,Yosys,final
dfstp,6,6
nor3,2,2
mux2,13,13
clkdlybuf4s50,0,18
a21oi,5,5
o31ai,2,2
nand2,7,7
clkbuf,1,3
a21o,2,2
buf,3,2
mux4,2,2
nand2b,6,6
mux2i,4,4
dfrtp,19,19
inv,5,5
nor2,5,5
## logic make-up after synthesis
| group | count (synthesis) |
|---|---|
| fa+ha+maj | 1 |
| buf+inv | 9 |
| flops | 25 |
| simple gates | 25 |
| xor+xnor | 1 |
| mux | 19 |
| compound gates | 16 |
## power groups by stage
stage	sequential [W]	combinational [W]	clock (W)
5_1_grt	0.000860	0.000612	0.000321
6_report	0.000828	0.000540	0.000286
4_1_cts	0.000831	0.000552	0.000303
Power figures rest on the tool's default switching activity, not on a simulated workload.
